**flow/config.mk**
```make
export PLATFORM = sky130hd
export DESIGN_NAME = controller
export DESIGN_NICKNAME = controller
export VERILOG_FILES = /design/flow/design.v
export SDC_FILE = /design/flow/constraint.sdc
export NUM_CORES = 4
export LEC_CHECK = 1
export CORE_UTILIZATION = 30
```
**flow/constraint.sdc**
```tcl
current_design controller

set clk_period 2.7
set clk_io_pct 0.2

create_clock -name clk0 -period $clk_period [get_ports {clk}]

set non_clock_inputs [all_inputs -no_clocks]
set_input_delay [expr $clk_period * $clk_io_pct] -clock clk0 $non_clock_inputs
set_output_delay [expr $clk_period * $clk_io_pct] -clock clk0 [all_outputs]
```
**flow/design.v**
```verilog
module controller (
	input wire clk,n_reset,dr,lc,overflow,
	output reg cnt_up,clear,
	output wire modwait,
	output reg [2:0] op,
	output reg [3:0] src1,
	output reg [3:0] src2,
	output reg [3:0] dest,
	output reg err
);
	typedef enum bit [4:0] {IDLE,STORE,INCREMENT_COUNT,ZERO,EIDLE,SORT1,SORT2,SORT3,SORT4,MUL1,ADD1,MUL2,SUB1,MUL3,ADD2,MUL4,SUB2,COEF1,WAIT1,COEF2,WAIT2,COEF3,WAIT3,COEF4} state;
	state current_state;
	state next_state;
	reg current_modwait;
	reg next_modwait;
	always_ff @ (posedge clk, negedge n_reset)
	begin
		if(n_reset == 1'b0)
		begin
			current_state <= IDLE;
			current_modwait <= 1'b0;
		end
		else
		begin
			current_state <= next_state;
			current_modwait <= next_modwait;
		end
	end
	assign modwait=current_modwait;
	always_comb
	begin
		next_state=current_state;
		case(current_state)
		IDLE:
		begin
			if(dr==1'b1)
			begin
				next_state=STORE;
			end
			else if(lc==1'b1)
			begin
				next_state=COEF1;
			end
			else
			begin
				next_state=IDLE;
			end
		end
		STORE:
		begin
			if(dr==1'b1)
			begin
				next_state=INCREMENT_COUNT;
			end
			else
			begin
				next_state=EIDLE;
			end
		end
		INCREMENT_COUNT:
		begin
			next_state=ZERO;
		end
		ZERO:
		begin
			next_state=SORT1;
		end
		SORT1:
		begin
			next_state=SORT2;
		end
		SORT2:
		begin
			next_state=SORT3;
		end
		SORT3:
		begin
			next_state=SORT4;
		end
		SORT4:
		begin
			next_state=MUL1;
		end
		MUL1:
		begin
			next_state=ADD1;
		end
		ADD1:
		begin
			if(overflow==1'b1)
			begin
				next_state=EIDLE;
			end
			else
			begin
				next_state=MUL2;
			end
		end
		MUL2:
		begin
			next_state=SUB1;
		end
		SUB1:
		begin
			if(overflow==1'b1)
			begin
				next_state=EIDLE;
			end
			else
			begin
				next_state=MUL3;
			end
		end
		MUL3:
		begin
			next_state=ADD2;
		end
		ADD2:
		begin
			if(overflow==1'b1)
			begin
				next_state=EIDLE;
			end
			else
			begin
				next_state=MUL4 ;
			end
		end
		MUL4:
		begin
			next_state=SUB2;
		end
		SUB2:
		begin
			if(overflow==1'b1)
			begin
				next_state=EIDLE;
			end
			else
			begin
				next_state=IDLE;
			end
		end
		COEF1:
		begin
			next_state=WAIT1;
		end
		WAIT1:
		begin
			if(lc==1)
			begin
				next_state=COEF2;
			end
			else
			begin
				next_state=WAIT1;
			end
		end
		COEF2:
		begin
			next_state=WAIT2;
		end
		WAIT2:
		begin
			if(lc==1)
			begin
				next_state=COEF3;
			end
			else
			begin
				next_state=WAIT2;
			end
		end
		COEF3:
		begin
			next_state=WAIT3;
		end
		WAIT3:
		begin
			if(lc==1)
			begin
				next_state=COEF4;
			end
			else
			begin
				next_state=WAIT3;
			end
		end
		COEF4:
		begin
			next_state=IDLE;
		end
		EIDLE:
		begin
			if(dr==1'b1)
			begin
				next_state=STORE;
			end
			else
			begin
				next_state=EIDLE;
			end
		end
		endcase
	end
	always_comb
	begin
		op='0;
		src1='0;
		src2='0;
		src2='0;
		dest='0;
		err='0;
		next_modwait=1'b1;
		cnt_up=1'b0;
		clear=1'b0;
		if(current_state == IDLE)
		begin
			cnt_up=1'b0;
			clear=1'b0;
			op='0;
			src1='0;
			src2='0;
			dest='0;
			err=1'b0;
			next_modwait=1'b0;
		end
		else if(current_state == STORE)
		begin
			cnt_up=1'b0;
			clear=1'b0;
			op=3'b010;
			src1='0;
			src2='0;
			dest=4'd5;
			err=1'b0;
		end
		else if(current_state == INCREMENT_COUNT)
		begin
			cnt_up=1'b1;
			clear=1'b0;
			op=3'b000;
			src1='0;
			src2='0;
			dest='0;
			err=1'b0;
		end
		else if(current_state == ZERO)
		begin
			cnt_up=1'b0;
			clear=1'b0;
			op=3'b101;
			src1='0;
			src2='0;
			dest='0;
			err=1'b0;
		end
		else if(current_state == SORT1)
		begin
			cnt_up=1'b0;
			clear=1'b0;
			op=3'b001;
			src1=4'd2;
			src2='0;
			dest=4'd1;
			err=1'b0;
		end
		else if(current_state == SORT2)
		begin
			cnt_up=1'b0;
			clear=1'b0;
			op=3'b001;
			src1=4'd3;
			src2='0;
			dest=4'd2;
			err=1'b0;
		end
		else if(current_state == SORT3)
		begin
			cnt_up=1'b0;
			clear=1'b0;
			op=3'b001;
			src1=4'd4;
			src2='0;
			dest=4'd3;
			err=1'b0;
		end
		else if(current_state == SORT4)
		begin
			cnt_up=1'b0;
			clear=1'b0;
			op=3'b001;
			src1=4'd5;
			src2='0;
			dest=4'd4;
			err=1'b0;
		end
		else if(current_state == MUL1)
		begin
			cnt_up=1'b0;
			clear=1'b0;
			op=3'b110;
			src1=4'd1;
			src2=4'd6;
			dest=4'd7;
			err=1'b0;
		end
		else if(current_state == ADD1)
		begin
			cnt_up=1'b0;
			clear=1'b0;
			op=3'b100;
			src1=4'd0;
			src2=4'd7;
			dest=4'd0;
			err=1'b0;
		end
		else if(current_state == MUL2)
		begin
			cnt_up=1'b0;
			clear=1'b0;
			op=3'b110;
			src1=4'd2;
			src2=4'd8;
			dest=4'd7;
			err=1'b0;
		end
		else if(current_state == SUB1)
		begin
			cnt_up=1'b0;
			clear=1'b0;
			op=3'b101;
			src1=4'd0;
			src2=4'd7;
			dest=4'd0;
			err=1'b0;
		end
		else if(current_state == MUL3)
		begin
			cnt_up=1'b0;
			clear=1'b0;
			op=3'b110;
			src1=4'd3;
			src2=4'd9;
			dest=4'd7;
			err=1'b0;
		end
		else if(current_state == ADD2)
		begin
			cnt_up=1'b0;
			clear=1'b0;
			op=3'b100;
			src1=4'd0;
			src2=4'd7;
			dest=4'd0;
			err=1'b0;	
		end
		else if(current_state == MUL4)
		begin
			cnt_up=1'b0;
			clear=1'b0;
			op=3'b110;
			src1=4'd4;
			src2=4'd10;
			dest=4'd7;
			err=1'b0;
		end
		else if(current_state == SUB2)
		begin
			cnt_up=1'b0;
			clear=1'b0;
			op=3'b101;
			src1=4'd0;
			src2=4'd7;
			dest=4'd0;
			err=1'b0;
		end
		else if(current_state == COEF1)
		begin
			cnt_up=1'b0;
			clear=1'b0;
			op=3'b011;
			src1='0;
			src2='0;
			dest=4'd10;
			err=1'b0;
		end
		else if(current_state == WAIT1)
		begin
			cnt_up=1'b0;
			clear=1'b0;
			op=3'b000;
			src1='0;
			src2='0;
			dest='0;
			err=1'b0;
			next_modwait=1'b0;
		end
		else if(current_state == COEF2)
		begin
			cnt_up=1'b0;
			clear=1'b0;
			op=3'b011;
			src1='0;
			src2='0;
			dest=4'd9;
			err=1'b0;
		end
		else if(current_state == WAIT2)
		begin
			cnt_up=1'b0;
			clear=1'b0;
			op=3'b000;
			src1='0;
			src2='0;
			dest='0;
			err=1'b0;
			next_modwait=1'b0;
		end
		else if(current_state == COEF3)
		begin
			cnt_up=1'b0;
			clear=1'b0;
			op=3'b011;
			src1='0;
			src2='0;
			dest=4'd8;
			err=1'b0;
		end
		else if(current_state == WAIT3)
		begin
			cnt_up=1'b0;
			clear=1'b0;
			op=3'b000;
			src1='0;
			src2='0;
			dest='0;
			err=1'b0;
			next_modwait=1'b0;
		end
		else if(current_state == COEF4)
		begin
			cnt_up=1'b0;
			clear=1'b0;
			op=3'b011;
			src1='0;
			src2='0;
			dest=4'd6;
			err=1'b0;
		end
		else if(current_state == EIDLE)
		begin
			cnt_up=1'b0;
			clear=1'b0;
			op='0;
			src1='0;
			src2='0;
			dest='0;
			err=1'b1;
			next_modwait=1'b0;
		end
	end
endmodule
```
**flow/run.sh**
```bash
#!/bin/bash
# OpenROAD 26Q1-2900-gdf79404cd8, Yosys 0.63+post, stock flow scripts
make -C /OpenROAD-flow-scripts/flow DESIGN_CONFIG=/design/flow/config.mk WORK_HOME=/design/flow/orfs finish
```
==> flow_summary.yaml <==
# flow metrics
outcome:
  status: "complete, no violations"
routing:
  drt-wirelength-per-cell_um: 14.31
  n_antenna_cell: 0
  ant_nets: 0
  first_iter_violations: 85
  via_count: 1285
  drc: 0
  routed_wl_um: 3420
  routed_via_density: 5.377
  dr.pass1.iters: 4
global_routing:
  grt_max_degree: 26
  grt_pass1_vias: 1142
  overflow: 0
  antenna_found_initial: 0
  grtUsageTotal: 0.1622
  grt_pass1_wl_um: 5478
place:
  io_buffers: 21
  dp_cells: 222
  pre_cts_ws_ns: 0.05981
  dp_hpwl_um: 2375
  dpl_cell_area_um2: 1670
  gp_congestion: 0.9472
die:
  die.size.y_um: 68.43
  die_area_um2: 4682
  fp_util: 0.3217
  rows: 23
  ioPinCount: 24
  die_w_um: 68.43
  design.core.area_um2: 4115
synthesis:
  synth_area_per_cell_um2: 9.257
  synthFlopType: "dfrtp_1"
  yosys_warnings: 1
  syn-cell-area_um2: 1324
  syn-instance-count: 143
  yosys_cells: 143
  synth_sequential_area_ratio: 0.4735
  edf_count: 0
  ys_area_um2: 1324
  numSynthFlops: 25
  synth_cell_types: 37
  async_flop_share: 1.000
final_layout:
  synthToLayoutAreaGrowth_pct: 46.88
  mostFrequentLayoutCells: "28 x buf_4, 22 x dfrtp_1, 16 x nor2_1"
  final_common_cell: "buf_4"
  fin_area_um2: 1944
  drive_gt1_frac: 0.3122
  layoutNonFillerInstCount: 239
  final_core_util: 0.4725
pwr:
  p_leak_nw: 0.9965
  cellPowerDensity_nw_per_um2: 491.3
  irDropWorstVdd_mv: 0.3512
worst_setup_path:
  path_max_fanout: 3
  max_stage_delay_ns: 0.57
  cp.arrival_ns: 2.12
  cp_cell_sequence: "or4_4, nor3b_4, buf_6, o21ai_0, nor3_1, dlygate4sd2_1"
  critPathKind: "reg -> out"
  crit_path_start_kind: "flip-flop"
  crit_slowest_cell: "or4_4"
  required_ns: 2.16
  critPathCaptureType: "primary output"
cts:
  htreeDepth: 1
  cts_tree: "done"
  clockRootBuffer: "clkbuf_8"
  cts_buffers: 3
  clkTransAtPathRegs_ns: 0.08
  insertion_delay_ns: 0.26
  cts_buffer_depth: 2
  clock-sinks: 25
run:
  warning_count: 26
  cap_violations: 0
sta:
  timing.final.ws_setup_ns: 0.03639
  fin_crit_ns: 2.664
  maxClockFrequency_mhz: 375.4
  drv_slew: 0
  fin_crit_sh: 0.9865
  setup_viol: 0
  skew_ns: 0.002898
  finalHoldViolations: 0
worst_hold_path:
  min_path_type: "reg -> reg"
## repair_timing
item | CTS | global route
hold endpoints to repair | 0 | 0
setup buffers | 10 | 3
pin swaps | 13 | 9
hold buffers | 0 | 0
setup endpoints to repair | 12 | 9
gates resized | 23 | 17
## logic make-up after synthesis
group / after synthesis / synth area share
other: 1 / 0.002833
AND-OR/OR-AND: 33 / 0.1692
buffers and inverters: 16 / 0.05765
AND/OR/NAND/NOR: 68 / 0.2968
flip-flops: 25 / 0.4735
## layer usage
metal,up-vias,share of wire,track usage
met3,4,0.059,0.03716
met2,44,0.44,0.2365
met1,630,0.49,0.2587
met5,-,0,0
li1,607,-,-
met4,0,0.0094,0.01302
## state kept, by name, summed over array words and instances, names as in the netlist
| name | cells |
|---|---|
| current_modwait | 1 |
| current_state | 24 |
## critical path, delay by kind of cell, from the launching register on
| kind | cells | cell delay [ns] |
|---|---|---|
| AOI/OAI and AO/OA | 1 | 0.08 |
| buffers and inverters | 2 | 0.35 |
| and+or+nand+nor | 3 | 1.04 |
| DFF | 1 | 0.39 |
## worst paths after layout
| kind | startpoint | endpoint | slack (ns) | cells past startpoint |
|---|---|---|---|---|
| worst min-delay path | current_state[19] | current_state[4] | 0.49 | 1 |
| max in group asynchronous | n_reset | current_state[0] | 1.79 | 2 |
| worst min register to register | current_state[19] | current_state[4] | 0.49 | 1 |
| worst max-delay path | current_state[9] | src2[3] | 0.04 | 6 |
| worst max register to register | current_state[14] | current_modwait | 0.99 | 5 |
| min in group asynchronous | n_reset | current_state[20] | 0.63 | 2 |
## cell usage after synthesis (2+ instances only)
cell type / instances / share of area
a2111oi_0: 2 / 0.013
a21o_1: 4 / 0.023
a21oi_1: 7 / 0.026
a31oi_1: 2 / 0.0095
and2_1: 5 / 0.024
buf_4: 2 / 0.011
clkbuf_1: 5 / 0.014
dfrtp_1: 24 / 0.45
inv_1: 7 / 0.020
nand2_1: 6 / 0.017
nand2b_1: 4 / 0.019
nor2_1: 18 / 0.051
nor2b_1: 4 / 0.019
nor3_1: 15 / 0.057
nor3b_2: 2 / 0.019
nor4_1: 4 / 0.019
nor4_2: 2 / 0.019
o21a_1: 2 / 0.011
o21ai_0: 6 / 0.023
o31a_1: 3 / 0.020
or2_2: 2 / 0.0095
or4_4: 2 / 0.017
## where the power goes
group	internal, mW	switching [mW]
Sequential	0.391	0.0142
Clock	0.103	0.112
Combinational	0.195	0.139
## final cells by class
class / instances / area [um2]
inverter: 7 / 26.28
sequential: 25 / 629.4
tap: 50 / 62.56
timing repair buffer: 50 / 434.2
clock inverter: 1 / 5.005
multi-input combinational: 103 / 745.7
fill: 360 / 2171
clock buffer: 3 / 41.29
## stage by stage
step / power [mW] / TNS [ns] / hold slack (ns)
after floorplan: 0.5392 / 0 / 0.2444
after global placement: 0.6822 / 0 / 0.4603
after detailed placement: 0.6830 / 0 / 0.4635
after CTS: 0.9560 / -0.1346 / 0.4884
after global routing: 1.013 / -0.03924 / 0.5114
final: 0.9552 / 0 / 0.4864
Power and IR drop assume default switching activity.
