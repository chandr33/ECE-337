## flow/run.sh

```bash
#!/bin/bash
# OpenROAD 26Q1-2900-gdf79404cd8, Yosys 0.63+post, stock flow scripts
make -C /OpenROAD-flow-scripts/flow DESIGN_CONFIG=/design/flow/config.mk WORK_HOME=/design/flow/orfs finish
```

## flow/config.mk

```make
export PLATFORM = sky130hd
export DESIGN_NAME = arc
export DESIGN_NICKNAME = arc
export VERILOG_FILES = /design/flow/design.v
export SDC_FILE = /design/flow/constraint.sdc
export NUM_CORES = 4
export LEC_CHECK = 1
export CORE_UTILIZATION = 40
```

## flow/constraint.sdc

```tcl
current_design arc

set clk_period 5.1
set clk_io_pct 0.2

create_clock -name clk0 -period $clk_period [get_ports {clk}]

set non_clock_inputs [all_inputs -no_clocks]
set_input_delay [expr $clk_period * $clk_io_pct] -clock clk0 $non_clock_inputs
set_output_delay [expr $clk_period * $clk_io_pct] -clock clk0 [all_outputs]
```

## flow/design.v

```verilog
module arc(
	input wire clk,n_rst,arc_en,
	input wire [44:0] arc_info,
	input wire buffer_full,
	output reg [8:0] output_x,
	output reg [8:0] output_y,
	output reg arc_done,
	output reg nxt
);
	typedef enum bit [4:0] {IDLE,LOAD,RUN,FIRST,WRITE_PIXEL1,SECOND,WRITE_PIXEL2,THIRD,WRITE_PIXEL3,FOURTH,WRITE_PIXEL4,FIFTH,WRITE_PIXEL5,SIXTH,WRITE_PIXEL6,SEVENTH,WRITE_PIXEL7,EIGHTH,WRITE_PIXEL8,LOAD2,UPDATE} state;
	state next_state,current_state;
	logic unsigned [8:0] start_x;
	logic unsigned [8:0] start_y;
	logic unsigned [8:0] current_x;
	logic unsigned [8:0] temp_x;
	logic unsigned [8:0] current_y;
	logic unsigned [8:0] temp_y;
	logic unsigned [8:0] next_x;
	logic unsigned [8:0] next_y;
	logic unsigned [8:0] addr_x;
	logic unsigned [8:0] addr_y;
	logic unsigned [8:0] next_output_x;
	logic unsigned [8:0] next_output_y;
	logic unsigned [8:0] radius;
	logic [8:0] start_angle;
	logic unsigned [8:0] next_start_angle;
	logic unsigned [8:0] end_angle;
	logic unsigned [3:0] current_number;
	logic unsigned [3:0] next_number;
	logic unsigned [8:0] difference;
	reg w_enable;
	logic signed [8:0] d; 
	logic signed [8:0] next_d;
	logic arc_done_temp;
	logic w_enable_temp;
	logic [8:0] temp_start_angle;
	assign start_x = arc_info[8:0]; 
	assign start_y = arc_info[17:9]; 
	assign radius = arc_info[26:18]; 
	assign end_angle = arc_info[44:36]; 
	assign temp_start_angle = arc_info[35:27]; 
	assign difference = end_angle - temp_start_angle;
	always_ff @ (posedge clk, negedge n_rst)
	begin
		if (n_rst == '0) begin
			current_state <= IDLE;
			current_x <= '0;
			current_y <= '0;
			addr_x <= '0;
			addr_y <= '0;
			arc_done <= '0;
			w_enable <= '0;
			d <= '0;
			current_number <= '0;
			start_angle <= '0;
			output_x <= '0;
			output_y <= '0;
			nxt <= '0;
		end
		else begin
			current_state <= next_state;
			current_x <= next_x;
			current_y <= next_y;
			addr_x <= temp_x;
			addr_y <= temp_y;
			arc_done <= arc_done_temp;
			w_enable <= w_enable_temp;
			d <= next_d;
			current_number <= next_number;
			start_angle <= next_start_angle;
			output_x <= next_output_x;
			output_y <= next_output_y;
			nxt <= w_enable;
		end
	end
	always_comb
	begin		 
		next_state = current_state;
		arc_done_temp = arc_done;
		w_enable_temp = w_enable;
		next_number = current_number;
		next_start_angle = start_angle;
		next_number = current_number;
		case(current_state)
		IDLE:    begin
			arc_done_temp = '1;
			w_enable_temp = '0;
			next_number = difference/45; 
			if (arc_en == '1) begin
				next_state = LOAD;
				next_start_angle = arc_info[35:27];
				arc_done_temp = '0;
			end
			else
				next_state = IDLE;
		end
		LOAD:    begin
			next_state = RUN;
			arc_done_temp = '0;
			w_enable_temp = '0;
		end
		RUN:    begin
			if (current_y >= current_x) begin  
				if (next_start_angle == 0) begin  
					if (current_number != 0)
						next_state = FIRST;
					else
						next_state = LOAD2;
				end
				if (next_start_angle == 45) begin  
					if (current_number != 0)
						next_state = SECOND;
					else
						next_state = LOAD2;
				end
				if (next_start_angle == 90) begin  
					if (current_number != 0)
						next_state = THIRD;
					else
						next_state = LOAD2;
				end
				if (next_start_angle == 135) begin  
					if (current_number != 0)
						next_state = FOURTH;
					else
						next_state = LOAD2;
				end
				if (next_start_angle == 180) begin  
					if (current_number != 0) 
						next_state = FIFTH;
					else
						next_state = LOAD2;
				end
				if (next_start_angle == 225) begin  
					if (current_number != 0)
						next_state = SIXTH;
					else
						next_state = LOAD2;
				end
				if (next_start_angle == 270) begin  
					if (current_number != 0)
						next_state = SEVENTH;
					else
						next_state = LOAD2;
				end
				if (next_start_angle == 315) begin  
					if (current_number != 0)
						next_state = EIGHTH;
					else
						next_state = LOAD2;
				end
			end
			else if ((current_x - current_y) == 1) begin 
				if (next_start_angle == 0) begin
					if (current_number != 0)
						next_state = FIRST;
					else
						next_state = LOAD2;
				end
				if (next_start_angle == 45) begin
					if (current_number != 0)
						next_state = SECOND;
					else
						next_state = LOAD2;
				end
				if (next_start_angle == 90) begin
					if (current_number != 0)
						next_state = THIRD;
					else
						next_state = LOAD2;
				end
				if (next_start_angle == 135) begin
					if (current_number != 0)
						next_state = FOURTH;
					else
						next_state = LOAD2;
				end
				if (next_start_angle == 180) begin
					if (current_number != 0) 
						next_state = FIFTH;
					else
						next_state = LOAD2;
				end
				if (next_start_angle == 225) begin
					if (current_number != 0)
						next_state = SIXTH;
					else
						next_state = LOAD2;
				end
				if (next_start_angle == 270) begin
					if (current_number != 0)
						next_state = SEVENTH;
					else
						next_state = LOAD2;
				end
				if (next_start_angle == 315) begin
					if (current_number != 0)
						next_state = EIGHTH;
					else
						next_state = LOAD2;
				end
			end
			else begin
				next_state = IDLE;
				arc_done_temp = '1;
			end
		end
		FIRST:    begin  
			if (buffer_full == '0) begin
				next_state = WRITE_PIXEL1;
				w_enable_temp = '1;
			end
			else
				w_enable_temp = '0;
			arc_done_temp = '0;
		end
		WRITE_PIXEL1:    begin  
				if ((current_number >= 0)) begin
					next_start_angle = start_angle + 45;
					next_number = current_number - 4'd1;
					next_state = RUN;
				end
				arc_done_temp = '0;
				w_enable_temp = '0;
		end
		SECOND:    begin  
			if (buffer_full == '0) begin
				next_state = WRITE_PIXEL2;
				w_enable_temp = '1;
			end
			else
				w_enable_temp = '0;
			arc_done_temp = '0;
		end
		WRITE_PIXEL2:    begin  
				if ((current_number >= 0)) begin
					next_start_angle = start_angle + 45;
					next_number = current_number - 4'd1;
					next_state = RUN;
				end
				arc_done_temp = '0;
				w_enable_temp = '0;
		end
		THIRD:    begin  
			if (buffer_full == '0) begin
				next_state = WRITE_PIXEL3;
				w_enable_temp = '1;
			end
			else
				w_enable_temp = '0;
			arc_done_temp = '0;
		end
		WRITE_PIXEL3:    begin 
				if((current_number >= 0)) begin
					next_start_angle = start_angle + 45;
					next_number = current_number - 4'd1;
					next_state = RUN;
				end
				arc_done_temp = '0;
				w_enable_temp = '0;
		end
		FOURTH:    begin  
			if (buffer_full == '0) begin
				next_state = WRITE_PIXEL4;
				w_enable_temp = '1;
			end
			else
				w_enable_temp = '0;
			arc_done_temp = '0;
		end
		WRITE_PIXEL4:    begin 
				if ((current_number >= 0)) begin
					next_start_angle = start_angle + 45;
					next_number = current_number - 4'd1;
					next_state = RUN;
				end
				arc_done_temp = '0;
				w_enable_temp = '0;
		end
		FIFTH:    begin  
			if (buffer_full == '0) begin
				next_state = WRITE_PIXEL5;
				w_enable_temp = '1;
			end
			else
				w_enable_temp = '0;
			arc_done_temp = '0;
		end
		WRITE_PIXEL5:    begin 
				if ((current_number >= 0)) begin
					next_start_angle = start_angle + 45;
					next_number = current_number - 4'd1;
					next_state = RUN;
				end
				arc_done_temp = '0;
				w_enable_temp = '0;
		end
		SIXTH:    begin  
			if (buffer_full == '0) begin
				next_state = WRITE_PIXEL6;
				w_enable_temp = '1;
			end
			else
				w_enable_temp = '0;
			arc_done_temp = '0;
		end
		WRITE_PIXEL6:    begin 
				if ((current_number >= 0)) begin
					next_start_angle = start_angle + 45;
					next_number = current_number - 4'd1;
					next_state = RUN;
				end
				arc_done_temp = '0;
				w_enable_temp = '0;
		end
		SEVENTH:    begin  
			if (buffer_full == '0) begin
				next_state = WRITE_PIXEL7;
				w_enable_temp = '1;
			end
			else
				w_enable_temp = '0;
			arc_done_temp = '0;
		end
		WRITE_PIXEL7:    begin 
				if ((current_number >= 0)) begin
					next_start_angle = start_angle + 45;
					next_number = current_number - 4'd1;
					next_state = RUN;
				end
				arc_done_temp = '0;
				w_enable_temp = '0;
		end
		EIGHTH:    begin  
			if (buffer_full == '0) begin
				next_state = WRITE_PIXEL8;
				w_enable_temp = '1;
			end
			else
				w_enable_temp = '0;
			arc_done_temp = '0;
		end
		WRITE_PIXEL8:    begin 
				next_state = LOAD2;
				arc_done_temp = '0;
				w_enable_temp = '0;
		end
		LOAD2:    begin 
			next_state = UPDATE;
			arc_done_temp = '0;
			w_enable_temp = '0;
		end
		UPDATE:    begin 
				next_state = RUN;
				next_number = difference/45;
				next_start_angle = arc_info[35:27];
				arc_done_temp = '0;
				w_enable_temp = '0;
		end
		endcase
	end
	always_comb
	begin   
		next_x = current_x;
		next_y = current_y;
		next_d = d;
		temp_x = addr_x;
		temp_y = addr_y;
		next_output_x = output_x;
		next_output_y = output_y;
		case(current_state)
		IDLE:    begin  
			next_x = 9'd1;
			next_y = radius;
			next_d = (3 - 2*radius);
			temp_x = '0;
			temp_y = '0;
		end
		FIRST:    begin  
			temp_x = start_x + current_x;
			temp_y = start_y + current_y;
		end
		WRITE_PIXEL1:    begin  
				next_output_x = addr_x;
				next_output_y = addr_y;
		end
		SECOND:    begin  
			temp_x = start_x + current_y;
			temp_y = start_y + current_x;
		end
		WRITE_PIXEL2:    begin  
				next_output_x = addr_x;
				next_output_y = addr_y;
		end
		THIRD:    begin  
			temp_x = start_x + current_y;
			temp_y = start_y - current_x;
		end
		WRITE_PIXEL3:    begin  
				next_output_x = addr_x;
				next_output_y = addr_y;
		end
		FOURTH:    begin  
			temp_x = start_x + current_x;
			temp_y = start_y - current_y;
		end
		WRITE_PIXEL4:    begin  
				next_output_x = addr_x;
				next_output_y = addr_y;
		end
		FIFTH:    begin  
			temp_x = start_x - current_x;
			temp_y = start_y - current_y;
		end
		WRITE_PIXEL5:    begin  
				next_output_x = addr_x;
				next_output_y = addr_y;
		end
		SIXTH:    begin  
			temp_x = start_x - current_y;
			temp_y = start_y - current_x;
		end
		WRITE_PIXEL6:    begin  
				next_output_x = addr_x;
				next_output_y = addr_y;
		end
		SEVENTH:    begin  
			temp_x = start_x - current_y;
			temp_y = start_y + current_x;
		end
		WRITE_PIXEL7:    begin  
				next_output_x = addr_x;
				next_output_y = addr_y;
		end
		EIGHTH:    begin  
			temp_x = start_x - current_x;
			temp_y = start_y + current_y;
		end
		WRITE_PIXEL8:    begin  
				next_output_x = addr_x;
				next_output_y = addr_y;
		end
		UPDATE:    begin 
			if (d > 0) begin
				next_d = d + (9'd4 * (current_x - current_y)) + 9'd10;
			end
			else begin
				next_d = d + (9'd4 * current_x) + 9'd6;
			end
			if (next_d > 0) begin
				next_y = current_y - 9'd1;
			end
			next_x = current_x + 9'd1;
		end
		endcase
	end
endmodule
```

==> results.py <==
# Metrics from the implementation run
metrics = {
    "worst_setup_path": {
        "reg2reg_to": "current_y[2]",
        "r2r_setup_slk_ns": 0.85,
        "timing.rr.start": "current_x[0]",
        "critPathMaxFanout": 6,
        "max_stage_delay_ns": 0.48,
        "critPathTopFamily": "AND-OR/OR-AND gates",
        "worst_setup_ep_type": "register",
        "crit_path_cell_trace": "clkdlybuf4s50_1, inv_1, ha_4, a21o_1, a221oi_2, o211ai_2, o2111ai_4, nand2_2, ha_4, nor2b_4, nand2_1, o211a_4, buf_4, or2_1, a2111oi_2, nor3_1, xor2_1, a32o_2, o211ai_1, a31oi_1, a31oi_1",
        "critPathArrivalTime_ns": 5.10,
        "critical_path_required_ns": 5.38,
        "critPathKind": "input pin to register",
        "cpMaxStageDelayCell": "sky130_fd_sc_hd__clkdlybuf4s50_1",
        "critPathLaunchType": "input pin",
        "cp.buffers_inverters": 3,
        "timing.reg2reg.worst_path_depth": 22,
    },
    "floorplan": {
        "fp-utilization": 0.4115,
        "floorplan.die.width_um": 147.0,
        "die-area_um2": 21600,
        "number_of_placement_rows": 52,
        "die_height_um": 147.0,
        "ioPinCount": 69,
        "placeableCoreArea_um2": 20430,
    },
    "clocking": {
        "clk_pin_slew_ns": 0.07,
        "clkSinkCount": 100,
        "cts-root-to-sink-buffers": 2,
        "cts_hold_buffers": 0,
        "cts.root.buffer_cell": "sky130_fd_sc_hd__clkbuf_16",
        "clk_latency_ns": 0.36,
        "cts_buf_count": 9,
        "htreeDepth": 3,
        "tritoncts": "done",
    },
    "sta": {
        "worst_clock_skew_ns": 0.01035,
        "tightest_slew_ns": 0.9152,
        "setup-violations-final": 0,
        "worst_slack_ns": 0.2722,
        "fmax_mhz": 207.1,
        "share_of_the_cycle_needed_by_the_critical_path_after_routing": 0.9466,
        "slew_viol_final": 0,
        "timing.max_slew.rel_slack": 0.3898,
        "finalWorstPathRequiredPeriod_ns": 4.828,
        "fin_setup_tns_ns": 0,
        "finalHoldViolCount": 0,
    },
    "synth": {
        "aoi_share": 0.2377,
        "synth.comb.largest_family": "AND-OR/OR-AND gates",
        "yosys_cell_count": 1020,
        "synth_simple_gate_area_share": 0.1874,
        "cell_accounting_for_the_most_synthesized_area": "sky130_fd_sc_hd__dfrtp_1",
        "postSynthAreaPerCell_um2": 8.242,
        "synth-main-ff-cell": "sky130_fd_sc_hd__dfrtp_1",
        "fa_ha_area_frac": 0.1170,
        "synth.distinct_cells": 83,
        "synth.ff_latch_count": 100,
        "synthesis.area_um2": 8407,
        "most_area_consuming_cells_after_synthesis": "sky130_fd_sc_hd__dfrtp_1, sky130_fd_sc_hd__ha_1, sky130_fd_sc_hd__o21ai_0, sky130_fd_sc_hd__a21oi_1, sky130_fd_sc_hd__nand2_1",
        "ys_seq_share": 0.2978,
        "xor_area_frac": 0.06623,
        "ys_async_sr_fraction": 1.000,
        "ys_chip_area_um2": 8407,
        "synth-edff-count": 0,
        "post_synth_mux_area_share": 0.04004,
        "yosys_warnings": 1,
        "syn-instance-count": 1020,
        "synth_top_area_share": 0.2947,
    },
    "min_path": {
        "worstHoldPathCells": 0,
        "hold_class": "register to register",
        "hold_path_end": "current_state[4]",
        "min_from": "current_state[17]",
    },
    "drt": {
        "avgViaCountPerCell": 5.477,
        "total_number_of_vias": 7728,
        "detail_route.first_pass.iterations": 5,
        "drt-wirelength-per-cell_um": 16.06,
        "dr.first_iter.drc_count": 397,
        "detail-route-antenna-nets": 0,
        "antennaDiodeCount": 0,
        "post-route-drc-count": 0,
        "finalWirelength_um": 22660,
    },
    "power": {
        "power_frac_seq": 0.240,
        "internal_power_mw": 3.272,
        "p_comb_frac": 0.639,
        "p_leak_nw": 4.668,
        "worst_ir_drop_vdd_v": 0.0002951,
        "power.density_nw_per_um2": 563.7,
        "pwr-share-clk": 0.121,
        "swShare": 0.4395,
        "p_switching_mw": 2.566,
    },
    "grt": {
        "grt_usage": 0.2194,
        "grt_first_pass_wirelength_um": 37300,
        "grt_remaining_overflow": 0,
        "via_count_of_the_first_global_routing_pass": 7249,
        "initial_antenna_violation_count": 0,
        "maximum_number_of_pins_on_one_net_before_global_route_repair": 52,
    },
    "final_layout": {
        "fillers": 1958,
        "instances_no_fill": 1411,
        "multiInputGateArea_um2": 5629,
        "regArea_um2": 2504,
        "layout-area-overhead-vs-synth_pct": 23.17,
        "drive_above_1_share": 0.1543,
        "post-route-cell-area_um2": 10350,
        "layout.core_utilization": 0.5069,
    },
    "outcome": {
        "status": "complete, no violations",
    },
    "run": {
        "log.warning_count": 31,
        "max-cap-violations": 0,
    },
    "placement": {
        "detailed_place.area_um2": 9932,
        "pre_cts_ws_ns": -0.6127,
        "gp_congestion": 0.9416,
        "port-buffer-count": 68,
        "placedCellCount": 1393,
        "dp.final_hpwl_um": 17660,
    },
}
==> worst max path at each step <==
stage | start | to | slack, ns | cells after the start
finish | arc_info[31] | current_number[0] | 0.27 | 21
CTS | arc_info[27] | current_number[0] | 0.001 | 24
global route | arc_info[31] | current_number[0] | -0.02 | 24
==> sequential cells by signal (all words and copies together) (netlist names), 4 cells and up <==
signal / count
addr_y: 9
start_angle: 9
current_state: 21
current_y: 9
output_x: 9
d: 9
current_number: 4
output_y: 9
current_x: 9
addr_x: 9
==> Yosys cell counts (11+ instances only) <==
| cell | instances |
|---|---|
| sky130_fd_sc_hd__nor2_1 | 74 |
| sky130_fd_sc_hd__inv_1 | 69 |
| sky130_fd_sc_hd__a21o_1 | 15 |
| sky130_fd_sc_hd__nor3_1 | 33 |
| sky130_fd_sc_hd__nand4_1 | 13 |
| sky130_fd_sc_hd__nand3_1 | 24 |
| sky130_fd_sc_hd__clkbuf_1 | 34 |
| sky130_fd_sc_hd__mux2_2 | 21 |
| sky130_fd_sc_hd__a22oi_1 | 14 |
| sky130_fd_sc_hd__nand2_1 | 101 |
| sky130_fd_sc_hd__ha_1 | 69 |
| sky130_fd_sc_hd__xor2_1 | 20 |
| sky130_fd_sc_hd__a21oi_1 | 81 |
| sky130_fd_sc_hd__dfrtp_1 | 99 |
| sky130_fd_sc_hd__o21ai_0 | 99 |
| sky130_fd_sc_hd__xnor2_1 | 38 |
| sky130_fd_sc_hd__nor2b_1 | 19 |
| sky130_fd_sc_hd__a31oi_1 | 11 |
==> per-layer routing <==
metal / vias up / wire length, µm / part of all wire / global-route usage
li1: 3899 / - / - / -
met1: 3637 / 10850 / 0.48 / 0.3274
met2: 168 / 10600 / 0.47 / 0.3585
met3: 24 / 849 / 0.037 / 0.02409
met4: 0 / 359 / 0.016 / 0.03093
met5: - / 0 / 0 / 0
==> worst register-to-register path, cell delays in order (launching register included) <==
cell	delay [ns]
sky130_fd_sc_hd__dfrtp_1	0.47
sky130_fd_sc_hd__inv_1	0.26
sky130_fd_sc_hd__ha_1	0.22
sky130_fd_sc_hd__inv_1	0.05
sky130_fd_sc_hd__fa_1	0.50
sky130_fd_sc_hd__inv_1	0.06
sky130_fd_sc_hd__ha_1	0.27
sky130_fd_sc_hd__inv_1	0.06
sky130_fd_sc_hd__fa_1	0.47
sky130_fd_sc_hd__a21oi_1	0.16
sky130_fd_sc_hd__nor2_1	0.05
sky130_fd_sc_hd__nor2_1	0.15
sky130_fd_sc_hd__o21bai_1	0.10
sky130_fd_sc_hd__a21oi_1	0.19
sky130_fd_sc_hd__xnor2_1	0.16
sky130_fd_sc_hd__xnor2_1	0.08
sky130_fd_sc_hd__nand2_1	0.06
sky130_fd_sc_hd__o21ai_0	0.11
sky130_fd_sc_hd__a31oi_1	0.18
sky130_fd_sc_hd__buf_4	0.25
sky130_fd_sc_hd__nor2_1	0.06
sky130_fd_sc_hd__o21ai_0	0.16
sky130_fd_sc_hd__nand2_1	0.07
==> cells by family (layout without fill, tap and decap cells) <==
family          Yosys count  count (layout)
compound gates          314             314
buf+inv                 115             236
fa+ha+maj                75              75
flops                   100             100
simple gates            324             324
mux                      31              31
xor+xnor                 61              61
==> placed cells by master (no fill, tap or decap), types with 15 or more instances in the layout <==
cell,count
sky130_fd_sc_hd__a21o_1,15
sky130_fd_sc_hd__a21oi_1,78
sky130_fd_sc_hd__buf_4,83
sky130_fd_sc_hd__clkdlybuf4s50_1,60
sky130_fd_sc_hd__dfrtp_1,99
sky130_fd_sc_hd__ha_1,62
sky130_fd_sc_hd__inv_1,68
sky130_fd_sc_hd__mux2_2,21
sky130_fd_sc_hd__nand2_1,100
sky130_fd_sc_hd__nand3_1,23
sky130_fd_sc_hd__nor2_1,74
sky130_fd_sc_hd__nor2b_1,18
sky130_fd_sc_hd__nor3_1,33
sky130_fd_sc_hd__o21ai_0,99
sky130_fd_sc_hd__xnor2_1,37
sky130_fd_sc_hd__xor2_1,20
==> layout make-up <==
cell class,instances,share of cell area
multi-input cells,805,0.5436
clock inverters,7,0.007733
inverters,70,0.02658
flip-flops and latches,100,0.2418
clock buffers,9,0.02175
repair buffers,150,0.1259
well taps,270,0.03262
==> power by group through the flow <==
stage / clock network (mW) / registers [mW] / logic (mW)
6_report: 0.709 / 1.40 / 3.73
5_1_grt: 0.751 / 1.45 / 4.21
4_1_cts: 0.728 / 1.40 / 3.74
==> repair_timing <==
| item | 4_1_cts | 5_1_grt |
|---|---|---|
| pin swaps | 2 | 13 |
| gates resized | 4 | 23 |
| setup buffers | 0 | 2 |
| endpoints found under the setup margin | 2 | 2 |
==> per-stage QoR <==
stage / hold slack, ns / power (mW)
6_report: 0.3824 / 5.837
5_1_grt: 0.3932 / 6.408
4_1_cts: 0.3860 / 5.864
3_5_place_dp: 0.3589 / 5.113
3_3_place_gp: 0.3604 / 5.086
2_1_floorplan: 0.3543 / 4.005
No activity file was given, so power comes from the tool's default toggle rates.
